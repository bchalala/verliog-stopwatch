### ./config.mk
export PLATFORM = sky130hd
export DESIGN_NAME = stopwatch
export DESIGN_NICKNAME = stopwatch
export VERILOG_FILES = /design/flow/design.v
export SDC_FILE = /design/flow/constraint.sdc
export NUM_CORES = 4
export LEC_CHECK = 1
export CORE_UTILIZATION = 30
export SYNTH_HDL_FRONTEND = slang
### ./constraint.sdc
current_design stopwatch

set clk_period 3.4
set clk_io_pct 0.2

create_clock -name clk0 -period $clk_period [get_ports {clk}]

set non_clock_inputs [all_inputs -no_clocks]
set_input_delay [expr $clk_period * $clk_io_pct] -clock clk0 $non_clock_inputs
set_output_delay [expr $clk_period * $clk_io_pct] -clock clk0 [all_outputs]
### ./design.v
`timescale 1ns / 1ps
module clockdivider(rst, clk, pause, onehz, twohz, fivehundhz);
    input rst;
    input clk;
    input pause;
    output onehz;
    output twohz;
    output fivehundhz;
    wire rst;
    wire clk;
    wire pause;
    reg onehz;
    reg twohz;
    reg fivehundhz;
    reg [25:0] twohzcounter = 0;
    reg twohzovf = 0;
    reg onehzcounter = 0;
    reg [17:0] fhundcounter = 0;
    always @ (posedge clk)
    begin
      if (fhundcounter == 18'b110000110101000000)
      begin
          fivehundhz <= 1;
          fhundcounter <= 0;
      end
      else
      begin
        fivehundhz <= 0;
        fhundcounter <= fhundcounter + 1;
      end
    end
    always @ (posedge clk)
    begin  
      if (pause == 0)
      begin
        if (rst == 1)
          begin
            onehzcounter <= 0;
            twohzcounter <= 0;
          end
        else
        begin
          if (twohzcounter == 26'b10111110101111000001111111)
          begin
              onehzcounter <= onehzcounter + 1;
              twohzcounter <= 0;  
              twohz <= 1;
              if (onehzcounter == 1)
                onehz <= 1;
          end
          else
          begin
              twohzcounter <= twohzcounter + 1;
              onehz <= 0;
              twohz <= 0;
          end        
        end
        end
    end
endmodule
`timescale 1ns / 1ps
module display(clk, minhv, minlv, sechv, seclv, display_seg, an, clk_en);
    input clk;
    input clk_en;
    input [2:0] minhv; 
    input [3:0] minlv;
    input [2:0] sechv;
    input [3:0] seclv;
    output [7:0] display_seg;
    output [3:0] an;
    wire [2:0] minhv;
    wire [3:0] minlv;
    wire [2:0] sechv;
    wire [3:0] seclv;
    wire clk_en;
    reg [7:0] display_seg;
    reg [3:0] an;
    reg [3:0] esel;
    reg [1:0] counter = 0; 
    always @ (posedge clk)
    begin
    if (clk_en == 1)
    begin
        if (counter == 3)
            counter <= 0;
        else 
            counter <= counter + 1;
        case (counter)
          0: an <= 4'b0111;
          1: an <= 4'b1011;
          2: an <= 4'b1101;
          3: an <= 4'b1110;
        endcase
        case (counter)
          0: esel <= minlv;
          1: esel <= sechv;
          2: esel <= seclv;
          3: esel <= minhv;
        endcase
        if (esel == 2 || esel == 3 || esel == 5 || esel == 6 || esel == 7 || esel == 8 || esel == 9 || esel == 0)
          display_seg[0] <= 0;
        else 
          display_seg[0] <= 1;
        if (esel == 1 || esel == 2 || esel == 3 || esel == 4 || esel == 7 || esel == 8 || esel == 9 || esel == 0)
          display_seg[1] <= 0;
        else 
          display_seg[1] <= 1;
        if (esel == 1 || esel == 3 || esel == 4 || esel == 5 || esel == 6 || esel == 7 || esel == 8 || esel == 9 || esel == 0)
          display_seg[2] <= 0;
        else 
          display_seg[2] <= 1;
        if (esel == 2 || esel == 3 || esel == 5 || esel == 6 || esel == 8 || esel == 0)
          display_seg[3] <= 0;
        else 
          display_seg[3] <= 1;
        if (esel == 2 || esel == 6 || esel == 8 || esel == 0)
          display_seg[4] <= 0;
        else 
          display_seg[4] <= 1;
        if (esel == 4 || esel == 5 || esel == 6 ||  esel == 8 || esel == 9 || esel == 0)
          display_seg[5] <= 0;
        else 
          display_seg[5] <= 1;
        if (esel == 2 || esel == 3 || esel == 5 || esel == 6 || esel == 4 || esel == 8 || esel == 9)
          display_seg[6] <= 0;
        else 
          display_seg[6] <= 1;
        display_seg[7] <= 1;
       end
    end
endmodule
`timescale 1ns / 1ps
module stopwatch(clk, btnS, btnR, sw, seg, led, an);
    input clk;
    input btnS;
    input btnR;
    input [2:0] sw;
    output [7:0] seg;
    output [3:0] an;
    output led;
    wire [7:0] seg;
    wire [3:0] an;
    reg [7:0] led;
    wire clk;
    wire btnS;
    wire btnR;
    wire [2:0] sw;
    reg pause = 0;
    reg prevpause = 0;
    reg curpause = 0;
    reg back;
    wire onehz;
    wire twohz;
    wire fivehundhz;
    wire [2:0] high_min;
    wire [3:0] low_min;
    wire [2:0] high_sec;
    wire [3:0] low_sec;
    wire sec_ovf;
    reg clockMin;
    reg clockSec;
    always @ (posedge clk)
    begin
        led[0] <= led[0] + onehz;
        led [7:1] <= 7'b1111111;
    end
    always @*
    begin
        if (sw[0] == 1)
        begin
            if (sw[1] == 1)
            begin
                clockMin = twohz;
                clockSec = 0;
            end
            else
            begin
                clockSec = twohz;
                clockMin = 0;
            end
        end
        else
        begin
            clockSec = onehz;
            clockMin = sec_ovf;
        end
    end
    always @ (posedge fivehundhz)
    begin
        prevpause <= curpause;
        curpause <= btnS;
        if (prevpause == 0 && curpause == 1)
            pause <= ~pause;
        if (sw[2] == 1)
        begin
          back <= 1;
          end
        else
        begin
          back <= 0;
        end
    end
   clockdivider ck (
    .rst(btnR), 
		.clk(clk), 
		.pause(pause), 
		.onehz(onehz), 
		.twohz(twohz),
    .fivehundhz(fivehundhz)
    );
    time_counter seconds (
    .rst(btnR), 
    .clk(clk),
    .ovf(sec_ovf), 
    .high_val(high_sec), 
    .low_val(low_sec),
    .back(sw[2]),
    .clk_en(clockSec),
    .min(0)
    );
    time_counter minutes (
    .rst(btnR), 
    .clk(clk),
    .ovf(), 
    .high_val(high_min), 
    .low_val(low_min),
    .back(sw[2]),
    .clk_en(clockMin),
    .min(1)
    );
    display disp (
    .clk(clk),
    .minhv(high_min),
    .minlv(low_min),
    .sechv(high_sec),
    .seclv(low_sec),
    .display_seg(seg),
    .an(an),
    .clk_en(fivehundhz)
    );
endmodule
`timescale 1ns / 1ps
module time_counter(rst, clk, ovf, high_val, low_val, back, clk_en, min);
    input rst;
    input clk;
    input back;
    input clk_en;
    input min;
    output ovf;
    output [2:0] high_val;
    output [3:0] low_val;
    wire [2:0] high_val;
    wire [3:0] low_val;
    wire rst;
    wire min;
    wire clk;
    wire back;
    wire clk_en;
    reg ovf = 0;
    reg last_back = 0;
    reg [5:0] val = 0;
    assign high_val = val / 10;
    assign low_val = val % 10;
   	always @ (posedge clk)
    begin
      last_back <= back;
      if (rst)
      begin  
        ovf <= 0;
        val <= 0;
      end  
      else 
      begin
        if (clk_en && !(min && (last_back != back)))
        begin
          if (back)
          begin
            if (val == 0)
            begin
              val <= 59;
              ovf <= 1;
            end
            else
            begin
              val <= val-1;
              ovf <= 0;
            end
          end
          else
          begin
            if (val == 59)
            begin
              val <= 0;
              ovf <= 1;
            end
            else
            begin
              val <= val+1;
              ovf <= 0;
            end 
          end
        end
        else
        begin
          ovf <= 0;
        end
      end
    end
endmodule
### ./run.sh
#!/bin/bash
# OpenROAD 26Q1-2900-gdf79404cd8, Yosys 0.63+post, stock flow scripts
make -C /OpenROAD-flow-scripts/flow DESIGN_CONFIG=/design/flow/config.mk WORK_HOME=/design/flow/orfs finish
==> run summary <==
Implementation results.

The reg-to-reg critical path startpoint is disp.counter[1]$_SDFFCE_PP0P_. The post-synth count of flops with an enable pin is 47. The via count of the first global-routing pass is 3632. The share of the cycle needed by the critical path after routing is 0.896. The buffer type at the clock tree root is sky130_fd_sc_hd__clkbuf_16. Between the synthesized netlist and the finished layout, the area growth was recorded as 13.5%.

Hold repair after CTS inserted 0 buffers. The setup-violating endpoint count in the final report is 0. Warnings reported by Yosys during synthesis add up to 0. In the synthesis report, Yosys lists the chip area as 5150 um^2. The number of cells traversed by the worst hold path is 1. The iteration count of the initial detailed-routing pass is 6. The worst hold endpoint is led[0]$_DFF_P_. Per the layout report, the design carries 1666 filler cells. The flop-to-flop setup slack is 0.35 ns. Setup repair after global routing left no endpoint under its margin.

Data on the critical path is required at its endpoint by 3.47 ns. The max-slew check reports its worst relative slack as 0.458. Power spread over the standard cell area amounts to 379 nW/um^2. After synthesis, the mean cell area works out to 9.04 um^2.

The power dissipated by switching net loads is 0.490 mW. The gate count of the mapped netlist is 570. By area the synthesized netlist is led by sky130_fd_sc_hd__edfxtp_1 27%, sky130_fd_sc_hd__dfxtp_1 14%, sky130_fd_sc_hd__nor2_1 6.1%. The slowest stage of the critical path belongs to the cell sky130_fd_sc_hd__edfxtp_1. The count of endpoints without a timing constraint is 30.

The power report attributes to the combinational group a share of 0.076. Yosys reports that the most numerous cell types are 84 x sky130_fd_sc_hd__nor2_1, 47 x sky130_fd_sc_hd__edfxtp_1, 46 x sky130_fd_sc_hd__nand2_1. The layout summary lists the proportion of cells stronger than drive strength 1 as 0.0843.

The delay contributed by the slowest stage of the critical path is 0.46 ns. The setup skew after layout is 0.00763 ns. The maximum buffer depth of the clock tree is 2. Counting flops and latches in the post-synthesis netlist gives 83. The post-route cell area is 5850 um^2. The initial utilization of the core area, before any placement, comes to 0.309. The number of distinct standard cells referenced by the synthesized netlist is 67.

The maximum VDD drop is 0.323 mV. The report lists the number of cells resized after CTS as 0. Counting tap cells, the placed design contains a total of 797 instances. TritonCTS built the clock tree. The portion of total power attributed to sequential cells is 0.482. The final layout reports a setup TNS of 0 ns. Looking at area per cell type in the netlist, the leader is sky130_fd_sc_hd__edfxtp_1. For reference, the clock transition at the flip-flops on the worst setup and hold paths is 0.06 ns. The pre-CTS worst setup slack is 0.390 ns. For reference, the final report shows the max-slew violation count at 0. The total routing resource utilization after global routing is 0.117. After the flow finishes, the layout carries non-filler instances totaling 813. The pin count of the biggest net entering global routing is 34. The capture point of the worst register-to-register path is recorded as disp.esel[0]$_DFFE_PP_. The data arrival time reported for the critical path is 3.11 ns. Buffers added to address setup during post-CTS repair amount to 0. The number of cells on the worst reg-to-reg path is 12. STA classifies the critical path startpoint as a flop. The number of register pins that no clock reaches is 3. Per the detail_route report, DRC violations left total 0.

According to the dpl log, the detail-placed design has an HPWL of 6.82 mm. The weighted congestion reported at the end of routability-driven placement is 0.862. The initialized floorplan defines 47 standard-cell rows. After detailed routing, the total wire length is 9.73 mm. Buffers placed on the I/O ports in this run total 17. In the final routed layout, each cell accounts on average for 12.0 um. Of the total power, the share spent switching nets is 0.221. The yosys stat cell total is 570.

OpenROAD emitted warnings numbering 38. The violation tally recorded at the end of detailed-routing iteration 0 is 354. The clock network fraction of total power is 0.442. The setup path with the least slack is of type reg -> reg. The tool flagged a number of max-cap violations equal to 0.

The most repeated cell in the gate-level netlist after synthesis is sky130_fd_sc_hd__nor2_1. The maximum clock frequency is 0.328 GHz. The clock H-tree reported by CTS has 3 levels. Per the OpenROAD floorplan log, the area of the die is 17700 um^2. Per the post-route antenna check, the number of violating nets is 0. The number of antenna violations at the first check in global routing is 0. 26 I/O pins were placed. The script extracted a total leakage power of 2.08 nW. Across all setup checks in the final design, the least slack found is 0.354 ns. The kind of end point of the critical path is a flop.

The synthesized netlist occupies a cell area of 5150 um^2. The transition time recorded at the tightest slew-check pin is 0.791 ns. The flow ran to the end, and the final reports show no timing, DRC or antenna violations. The number of clock buffers added by TritonCTS is 9.

The y dimension of the die is 133 um. Dividing the detail-routed via count by the number of cells gives 4.96. Endpoints failing hold in the final report were tallied at 0. The type recorded for the worst min-delay path is reg -> reg. The core footprint is 16700 um^2.

The internal power of the cells is 1.73 mW. The worst hold path begins at led[0]$_DFF_P_. Global routing finished with a remaining overflow of 0. Clock latency on the worst-skew pair, taken at its later pin, is 0.34 ns.

Of the post-synthesis cell area, the dominant cell type holds 0.274. The report lists the cells along the critical path as inv_1, ha_1, mux2_2, inv_1, ha_1, inv_1, ha_1, nor2_1, o21ai_0, o21ai_0, o41ai_1, o211ai_1. The post-placement cell area is 5540 um^2. The number of diodes added for antenna fixing is 0. The critical path maximum fanout is 8. The die extent in x is 133 um. The routed design could run at a clock period as short as 3.05 ns. The wire length of the first global-routing pass is 17.0 mm. The proportion of register bits with asynchronous set or reset after synthesis is 0. The sequential-to-total area share from yosys stat is 0.414.

The primary flip-flop cell chosen by synthesis mapping is sky130_fd_sc_hd__edfxtp_1. Hold is met by 0.473 ns. Across all layers, the routed design uses 4033 vias.
## power by group through the flow
| stage | Clock, mW | Sequential, mW | Combinational, mW |
|---|---|---|---|
| after CTS | 1.01 | 1.07 | 0.169 |
| after global routing | 1.05 | 1.07 | 0.192 |
| final | 0.979 | 1.07 | 0.170 |
## cell type report
cell class / count / area, um^2 / area share
sequential: 83 / 2130 / 0.364
clock buffer: 12 / 258 / 0.0441
tap: 220 / 275 / 0.0471
multi-input combinational: 435 / 2770 / 0.473
clock inverter: 4 / 51.3 / 0.00877
timing repair buffer: 27 / 245 / 0.0419
inverter: 32 / 120 / 0.0205
## registers in the layout, indices dropped and copies added (netlist names)
| signal | count |
|---|---|
| disp.display_seg | 7 |
| led | 1 |
| disp.counter | 2 |
| ck.onehzcounter | 1 |
| curpause | 1 |
| ck.fivehundhz | 1 |
| ck.twohzcounter | 26 |
| ck.twohz | 1 |
| minutes.last_back | 1 |
| seconds.val | 6 |
| pause | 1 |
| ck.onehz | 1 |
| seconds.ovf | 1 |
| minutes.val | 6 |
| ck.fhundcounter | 18 |
| disp.esel | 4 |
| disp.an | 4 |
| prevpause | 1 |
## cell families after synthesis
kind of cell	Yosys count	synth area share
XOR/XNOR	48	0.0816
flip-flops	83	0.414
AND-OR/OR-AND	107	0.133
multiplexers	14	0.0325
AND/OR/NAND/NOR	235	0.229
buffers and inverters	59	0.0546
adder cells (fa/ha/maj)	23	0.0556
other	1	0.000727
## worst max path at each step
stage	startpoint	cells past startpoint	end	slack, ns
5_1_grt	disp.counter[1]$_SDFFCE_PP0P_	12	disp.esel[0]$_DFFE_PP_	0.13
4_1_cts	disp.counter[1]$_SDFFCE_PP0P_	12	disp.esel[0]$_DFFE_PP_	0.38
6_report	disp.counter[1]$_SDFFCE_PP0P_	12	disp.esel[0]$_DFFE_PP_	0.35
## metrics by stage
stage / power (mW) / util
2_1_floorplan: 1.21 / -
3_3_place_gp: 1.25 / 0.332
3_5_place_dp: 1.26 / 0.332
4_1_cts: 2.25 / 0.350
5_1_grt: 2.32 / 0.350
6_report: 2.22 / 0.350
## cell usage in the layout, fill, tap and decap left out, types with 10 or more instances in the layout
master and instances:
sky130_fd_sc_hd__ha_1 22, sky130_fd_sc_hd__xor2_1 23, sky130_fd_sc_hd__clkbuf_16 10, sky130_fd_sc_hd__nand3_1 24
sky130_fd_sc_hd__nand4_1 12, sky130_fd_sc_hd__nand2_1 46, sky130_fd_sc_hd__nor2_1 84, sky130_fd_sc_hd__buf_4 10
sky130_fd_sc_hd__inv_1 29, sky130_fd_sc_hd__xnor2_1 25, sky130_fd_sc_hd__o21ai_0 18, sky130_fd_sc_hd__clkdlybuf4s50_1 17
sky130_fd_sc_hd__nor3_1 17, sky130_fd_sc_hd__a21oi_1 35, sky130_fd_sc_hd__dfxtp_1 36, sky130_fd_sc_hd__edfxtp_1 47
## critical path, delay by kind of cell (launching register included)
kind | cells | cell delay, ns
flops | 1 | 0.46
buf+inv | 3 | 0.39
compound gates | 4 | 0.68
fa+ha+maj | 3 | 0.79
simple gates | 1 | 0.06
mux | 1 | 0.41
## routing by layer
metal  wire (um)  share of wire  global-route usage  vias to the layer above
li1            -              -                   -                     2053
met1        4920           0.51               0.188                     1834
met2        3940           0.41               0.167                      132
met3         700          0.072              0.0285                       14
met4         164          0.017              0.0160                        0
met5           0              0                   0                        -
No activity file was given, so power comes from the tool's default toggle rates.
